`./run.sh`:
```
#!/bin/bash
# OpenROAD 26Q1-2900-gdf79404cd8, Yosys 0.63+post, stock flow scripts
make -C /OpenROAD-flow-scripts/flow DESIGN_CONFIG=/design/flow/config.mk WORK_HOME=/design/flow/orfs finish
```
`./config.mk`:
```
export PLATFORM = sky130hd
export DESIGN_NAME = qed
export DESIGN_NICKNAME = qed
export VERILOG_FILES = /design/flow/design.v
export SDC_FILE = /design/flow/constraint.sdc
export NUM_CORES = 4
export LEC_CHECK = 1
export CORE_UTILIZATION = 40
export SYNTH_HDL_FRONTEND = slang
```
`./constraint.sdc`:
```
current_design qed

set clk_period 46.1
set clk_io_pct 0.2

create_clock -name clk0 -period $clk_period [get_ports {clk}]

set non_clock_inputs [all_inputs -no_clocks]
set_input_delay [expr $clk_period * $clk_io_pct] -clock clk0 $non_clock_inputs
set_output_delay [expr $clk_period * $clk_io_pct] -clock clk0 [all_outputs]
```
`./design.v`:
```
module modify_instruction (qic_qimux_instruction,
                           is_lw,
                           is_sw,
                           is_aluimm,
			   is_aluimm_64,
			   is_alureg,
			   is_jalr, 
                           rd,
                           rs1,
                           rs2,
                           simm12,
			   opcode,
			   funct3,
			   funct7,
			   funct7_64,
			   imm5,
			   shamt,
			   shamt_64,
                           simm7,
                           qed_instruction);
   input [31:0] qic_qimux_instruction;
   wire [31:0]  instruction;
   assign instruction = qic_qimux_instruction;
   input [4:0] 	rd;
   input [4:0]  rs1;
   input [4:0]  rs2;
   input [6:0]  opcode;
   input [11:0] simm12;   
   input [2:0] 	funct3;
   input [6:0] 	funct7;
   input [5:0] 	funct7_64;
   input [4:0] 	imm5;   
   input [6:0] 	simm7;  
   input [4:0] 	shamt;  
   input [5:0] 	shamt_64;
   input 	is_lw;
   input 	is_sw;
   input 	is_aluimm;
   input 	is_aluimm_64;
   input 	is_alureg;  
   input	is_jalr;
   output [31:0] qed_instruction;
   wire [31:0]   ins_lw;
   wire [31:0]   ins_sw;
   wire [31:0]   ins_alureg;
   wire [31:0]   ins_aluimm;
   wire [31:0]   ins_aluimm_64;
   wire	[31:0]   ins_csr;
   wire [4:0]    new_rd;
   wire [4:0]    new_rs1;
   wire [4:0]    new_rs2;
   wire [11:0]   new_simm12;
   wire [6:0] 	 new_simm7;
   assign new_rd  = (rd  == 5'b00000) ? rd  : {1'b1, rd[3:0]};
   assign new_rs1 = (rs1 == 5'b00000) ? rs1 : {1'b1, rs1[3:0]};
   assign new_rs2 = (rs2 == 5'b00000) ? rs2 : {1'b1, rs2[3:0]};
   assign new_simm12 = {7'b0000001, simm12[6:0]};   
   assign new_simm7 =   7'b0000001;   
   assign ins_lw    = {new_simm12, 5'b0, funct3, new_rd, opcode};
   assign ins_sw    = {new_simm7, new_rs2, 5'b0, funct3, imm5, opcode};
   assign ins_aluimm = {simm12, new_rs1, funct3, new_rd, opcode};
   assign ins_alureg = {funct7, new_rs2, new_rs1, funct3, new_rd, opcode};
   assign ins_jalr = {simm12, new_rs1, funct3, new_rd, opcode};
   assign ins_csr = {simm12, rs1, funct3, new_rd, opcode};  
   assign qed_instruction = is_lw ? ins_lw : (is_sw ? ins_sw : (is_alureg ? ins_alureg : 
				((is_aluimm || is_aluimm_64) ? ins_aluimm : (is_jalr ? ins_jalr : instruction))));
endmodule  
module qed ( 
   qed_ifu_instruction, vld_out,
   rst, ena,
     clk,
    ifu_qed_instruction, exec_dup, stall_IF   
   );
   input rst;
   input ena;
   input clk;
   input exec_dup;
   input stall_IF;
   input [31:0] ifu_qed_instruction;
   output [31:0] qed_ifu_instruction;
   output        vld_out;
   wire [4:0] 	 rd;
   wire [4:0] 	 rs1;
   wire [4:0] 	 rs2;
   wire [6:0] 	 opcode;
   wire [11:0] 	 simm12;   
   wire [2:0] 	 funct3;
   wire [6:0] 	 funct7;
   wire [5:0] 	 funct7_64;  
   wire [4:0] 	 imm5;   
   wire [6:0] 	 simm7;  
   wire [4:0] 	 shamt;  
   wire [5:0] 	 shamt_64;  
   wire 	 is_lw;
   wire 	 is_sw;
   wire 	 is_aluimm;
   wire		 is_aluimm_64;  
   wire 	 is_alureg;  
   wire		 is_jalr;
   wire [31:0]	 qed_instruction;
   wire [31:0] 	 qic_qimux_instruction;
   qed_decoder dec (.ifu_qed_instruction(qic_qimux_instruction),
                    .is_lw          (is_lw),
                    .is_sw          (is_sw),
		    .is_alureg      (is_alureg),
		    .is_aluimm      (is_aluimm),
                    .is_aluimm_64   (is_aluimm_64),
		    .is_jalr	    (is_jalr), 
                    .rd             (rd),
                    .rs1            (rs1),
                    .rs2            (rs2),
                    .simm12         (simm12),
		    .opcode         (opcode),
		    .funct7         (funct7),
		    .funct7_64      (funct7_64),
		    .funct3         (funct3),
		    .imm5           (imm5),
		    .shamt          (shamt),
                    .shamt_64       (shamt_64),
                    .simm7          (simm7)
		    );
   modify_instruction minst (
                             .qed_instruction   (qed_instruction),
                             .qic_qimux_instruction(qic_qimux_instruction),
                             .is_lw      (is_lw),
                             .is_sw      (is_sw),
                             .is_aluimm  (is_aluimm),
                             .is_aluimm_64   (is_aluimm_64),
                             .is_alureg  (is_alureg),
  			     .is_jalr    (is_jalr),
                             .rd         (rd),
                             .rs1        (rs1),
                             .rs2        (rs2),
                             .simm12     (simm12),
			     .opcode     (opcode),
			     .funct3     (funct3),
			     .funct7     (funct7),
			     .funct7_64     (funct7_64),
			     .imm5       (imm5),
			     .shamt      (shamt),
			     .shamt_64      (shamt_64),
                             .simm7      (simm7));
   qed_instruction_mux imux ( 
                             .qed_ifu_instruction(qed_ifu_instruction),
                             .ifu_qed_instruction(ifu_qed_instruction),
                             .qed_instruction   (qed_instruction),
			     .exec_dup          (exec_dup),
                             .ena               (ena));
   qed_i_cache qic ( 
                    .qic_qimux_instruction(qic_qimux_instruction),
		    .vld_out(vld_out),
                    .clk                (clk),
                    .rst                (rst),
		    .exec_dup(exec_dup),
		    .IF_stall(stall_IF),
                    .ifu_qed_instruction(ifu_qed_instruction));
endmodule
module qed_decoder ( 
   is_lw, is_sw,is_aluimm,is_aluimm_64, is_alureg, is_jalr, rd, rs1, rs2, opcode, simm12, funct3, funct7, funct7_64,
   imm5,simm7, shamt, shamt_64,
   ifu_qed_instruction
   );
   input  [31:0] ifu_qed_instruction;
   wire   [31:0] instruction;
   assign instruction = ifu_qed_instruction;
   output [4:0]  rd;
   output [4:0]  rs1;
   output [4:0]  rs2;
   output [6:0]  opcode;
   output [11:0] simm12;   
   output [2:0] funct3;
   output [6:0] funct7;
   output [5:0] funct7_64;  
   output [4:0] imm5;   
   output [6:0] simm7;  
   output [4:0] shamt;  
   output [5:0] shamt_64;  
   output 	is_lw;
   output 	is_sw;
   output 	is_aluimm;
   output 	is_aluimm_64;
   output 	is_alureg;  
   output  	is_jalr; 
   assign opcode = instruction[6:0];
   assign rd = instruction[11:7];
   assign rs1 = instruction[19:15];
   assign rs2 = instruction[24:20];
   assign simm12 = instruction[31:20];
   assign simm7 = instruction[31:25];
   assign imm5 = instruction[11:7];
   assign shamt = instruction[24:20];
   assign shamt_64 = instruction[25:20];  
   assign funct3 = instruction[14:12];
   assign funct7 = instruction[31:25];
   assign funct7_64 = instruction[31:26];  
   assign is_lw = (((opcode==7'b0000011)||(opcode==7'b0000111))&&(funct3==3'b010)) || ((opcode==7'b0000111)&&(funct3==3'b011));  
   assign is_sw = (((opcode==7'b0100011)||(opcode==7'b0100111))&&(funct3==3'b010)) || ((opcode==7'b0100111)&&(funct3==3'b011));  
   assign is_alureg = (opcode==7'b0110011)||(opcode==7'b1010011);  
   assign is_aluimm = (opcode==7'b0010011); 
   assign is_aluimm_64 = (opcode==7'b0010011) && (((funct7_64==7'b000000) && (funct3==3'b001)) || ((funct7_64==7'b000000) && (funct3==3'b101)) || ((funct7_64==7'b010000) && (funct3==3'b101)));  
   assign is_jalr = (opcode==7'b1100111);  
endmodule  
module qed_i_cache ( 
   qic_qimux_instruction,
   vld_out,
   clk, rst,
   exec_dup, IF_stall,	    
   ifu_qed_instruction
   );
   parameter ICACHESIZE = 128;
   input         clk;
   input         rst;
   input 	 exec_dup;
   input 	 IF_stall;
   input [31:0]  ifu_qed_instruction;
   output [31:0] qic_qimux_instruction;
   output 	 vld_out;
   reg [31:0]    i_cache[ICACHESIZE-1:0];
   reg [5:0] 	 address_tail;   
   reg [5:0] 	 address_head;
   wire 	 is_empty;
   wire 	 is_full;
   wire [31:0]   instruction;
   wire 	 is_nop;
   wire 	 insert_cond ;
   wire 	 delete_cond;
   assign insert_cond = (~rst)&(~exec_dup)&(~is_nop)&(~IF_stall)&(~is_full);
   assign delete_cond = (~rst)&(exec_dup)&(~is_empty)&(~IF_stall);
   assign is_nop = (ifu_qed_instruction[6:0] == 7'b1111111);
   assign is_empty = (address_tail == address_head);
   assign is_full = ((address_tail + 1) == address_head);
   assign vld_out = (~insert_cond)&(~delete_cond) ? 1'b0 : 1'b1 ;
   always @(posedge clk)
     begin
        if (rst) begin
           address_tail <= 6'b0;
	   address_head <= 6'b0;
        end else if (insert_cond) begin
	   i_cache[address_tail] <= ifu_qed_instruction;
           address_tail <= address_tail + 1;
        end else if (delete_cond) begin
	   address_head <= address_head + 1;
	end
     end 
   assign instruction = i_cache[address_head];
   assign qic_qimux_instruction = insert_cond ? ifu_qed_instruction : (delete_cond ? instruction : 32'b1111111);  
endmodule  
module qed_instruction_mux ( 
   qed_ifu_instruction,
   ifu_qed_instruction, qed_instruction,
   ena, exec_dup
   );
   input [31:0] ifu_qed_instruction;
   input [31:0] qed_instruction;
   input 	exec_dup;
   input        ena;
   output [31:0] qed_ifu_instruction;
   assign qed_ifu_instruction = ena ? ((exec_dup == 1'b0) ? ifu_qed_instruction : qed_instruction) : 
                                ifu_qed_instruction;
endmodule  
```
==> flow_summary.toml <==
# implementation run metrics
[place]
gp_congestion = 0.914
place_area_um2 = 85100
port_buffers = 69
dp_hpwl_um = 136000

[final_layout]
lay_top_count = "edfxtp_1"
finalInstanceArea_um2 = 91600
areaGrowthSynthToFinish_pct = 14.1
lay_top_cells = "edfxtp_1, mux4_2, buf_4"
drive_gt1_share_pct = 29.3

[logic_synthesis]
syn_inst = 3533
postSynthAreaPerCell_um2 = 22.7
ys_seq_share_pct = 77.0
yosys_warnings = 0
yosys_area_um2 = 80300
async_reset_ff_share_pct = 0
netlist_area_um2 = 80300
ff_type = "edfxtp_1"
ys_cells = 3533
edf_count = 2048
synth.ff_latch_count = 2066
synth.distinct_cells = 76

[pwr]
power_frac_clock_pct = 43.1
combPwrFrac_pct = 1.8
p_per_area_nw_per_um2 = 41.0
internal_power_uw = 3010
p_sw_uw = 747
swShare_pct = 19.9
pwr-share-seq_pct = 55.1
leakagePower_uw = 0.0275
ir_drop_mv = 0.0340

[cts]
clockBufferDepth = 3
clkSinkCount = 2066
cts.clk_slew.worst_paths_ps = 60
clk_latency_ps = 840
cts.htree.levels = 4
cts_inserted_buffers = 205
clk_root_buffer_cell = "clkbuf_16"
cts_post_setup_buffers_inserted = 0
cts-resized-gates = 0
ctsHoldBuffers = 0
cts_tree = "built"

[setup_path]
crit_type = "input port to output port"
cp_num_buf_inv = 4
crit_path_top_delay_cell = "a32oi_1"
reg2reg_depth = 9
path_cells = "buf_2 > buf_4 > nand2_1 > nor3_1 > nor4_1 > o31a_1 > a32oi_1 > and4_1 > and3b_1 > buf_4 > nor2_1 > a32o_1 > clkdlybuf4s50_1"
critPathLaunchType = "input port"
crit_path_frequent_cell = "buf_4"
cp.arrival_ps = 13770
path_max_fanout = 67
cp.depth = 13
r2r_slack_ps = 41070
cp-end-kind = "output port"
critPathTopFamily = "simple AND/OR/NAND/NOR gates"
cp_slowest_stage_delay_ps = 560
required_ps = 36880

[routing]
firstDrtPassIters = 5
ant_nets = 0
drtIter0Drc = 2884
vias = 39100
wl_per_cell_um = 35.7
wl_um = 237000
drt-vias-per-instance = 5.87
drc = 0

[floorplanning]
rows = 164
dieHeight_um = 450
coreArea_um2 = 200000
fp.dieW_um = 450
fp-utilization_pct = 40.2
io_pins = 70
dieArea_um2 = 203000

[final_timing]
fin_setup_tns_ps = 0
worst_pin_slew_ps = 1140
rsz0062_at_grt = "no"
fin_worst_skew_ps = 71.2
layout_min_cycle_time_ps = 22990
setup_viol = 0
drv_slew = 0
hold_violations = 0
period_used_pct = 49.9
fmax_ghz = 0.0435
relSlewSlack_pct = 24.1

[min_path]
min_path_cells = 2
hp-class = "register to register"

[global_route]
grt_pass1_vias = 42400
antenna_found_initial = 6
grt_usage_pct = 26.2
grt_max_degree = 100
grt-ovfl-total = 0
grt_first_pass_wirelength_um = 330000

[outcome]
status = "finished clean"

[run]
maxCapViolations = 0
warnings = 26
stage by stage:
stage | total power [uW] | hold slack (ps) | std cells | utilization [%] | setup slack [ps]
CTS | 3780 | 571 | 6655 | 45.9 | 23320
detailed placement | 2180 | 559 | 6282 | 42.6 | 23330
floorplan | 2130 | 503 | 3533 | - | 25910
finish | 3750 | 570 | 6658 | 45.9 | 23110
global route | 3850 | 622 | 6657 | 45.9 | 23020
global placement | 2170 | 559 | 6282 | 42.6 | 23400
area by class of cell:
type | count | area [um2]
antenna | 3 | 7.51
clock buffer | 258 | 5360
clock inverter | 115 | 1150
fill | 16100 | 108000
inverter | 8 | 33.8
multi-input combinational | 1267 | 17700
sequential | 2066 | 61900
tap | 2656 | 3320
timing repair buffer | 285 | 2160
sequential cells by signal, summed over array words and instances, names as in the netlist, named ones only:
name	cells
qic.i_cache	2048
qic.address_head	6
qic.address_tail	6
per-layer routing:
metal	GRT usage, %	share of wire (%)
met1	28.0	28
met2	37.5	47
met3	22.7	20
met4	9.34	4.8
met5	1.28	0.12
worst register-to-register path, stage by stage, from the launching register on:
cell     delay [ps]
dfxtp_1         510
ha_1            280
nand3_1         150
o31ai_1         470
o31a_1          670
buf_4           410
nand3_1         380
buf_4           320
nor2_4          750
buf_4           700
kinds of logic (layout without fill, tap and decap cells):
family / Yosys count / in the layout / share of synthesized area (%)
muxes: 663 / 663 / 17.0
xor gates and xnor gates: 20 / 20 / 0.218
DFF: 2066 / 2066 / 77.0
adders and majority gates: 2 / 2 / 0.0311
other: 0 / 3 / 0
buffers and inverters: 200 / 666 / 1.55
AOI/OAI and AO/OA: 236 / 236 / 2.19
and+or+nand+nor: 346 / 346 / 2.01
Yosys cell counts, types with 5 or more instances:
| library cell | instances | area, um2 |
|---|---|---|
| o31ai_1 | 17 | 128 |
| a2111oi_0 | 6 | 52.6 |
| a31oi_1 | 16 | 100 |
| dfxtp_1 | 18 | 360 |
| buf_8 | 5 | 75.1 |
| mux2i_1 | 91 | 911 |
| o211ai_1 | 8 | 60.1 |
| buf_2 | 65 | 325 |
| o221ai_1 | 6 | 52.6 |
| xor2_1 | 13 | 114 |
| nor3_1 | 6 | 30.0 |
| buf_6 | 30 | 338 |
| a211oi_1 | 15 | 113 |
| nor4_1 | 5 | 31.3 |
| inv_1 | 6 | 22.5 |
| xnor2_1 | 7 | 61.3 |
| nor2b_1 | 28 | 175 |
| nand4_1 | 9 | 56.3 |
| mux4_2 | 543 | 12200 |
| o21ai_0 | 17 | 85.1 |
| a22o_1 | 8 | 70.1 |
| and2_1 | 7 | 43.8 |
| a22oi_1 | 47 | 353 |
| mux4_1 | 12 | 315 |
| a221oi_1 | 11 | 96.3 |
| o22ai_1 | 12 | 75.1 |
| nand2b_1 | 11 | 68.8 |
| mux2_2 | 17 | 191 |
| a21oi_1 | 29 | 145 |
| buf_1 | 15 | 56.3 |
| clkbuf_1 | 41 | 154 |
| buf_4 | 36 | 270 |
| nand2_1 | 108 | 405 |
| nor2_1 | 115 | 432 |
| nand3_1 | 31 | 155 |
| a32oi_1 | 6 | 52.6 |
| edfxtp_1 | 2048 | 61500 |
path summary, 6_finish.rpt:
check | from | end
worst max-delay path | ifu_qed_instruction[5] | qed_ifu_instruction[26]
worst max register to register | qic.address_tail[0]$_SDFFE_PP0P_ | qic.i_cache[35][24]$_DFFE_PP_
worst min-delay path | qic.address_head[5]$_SDFFE_PP0P_ | register
worst min register to register | qic.address_head[5]$_SDFFE_PP0P_ | register
power groups by stage:
stage                 Clock [uW]  Sequential (uW)  Combinational [uW]
after CTS                   1640             2070                70.4
final                       1620             2070                69.3
after global routing        1710             2060                74.7
No activity file was given, so power comes from the tool's default toggle rates.
